$ cat design.v
module ALU (
    input  wire [3:0]  op  ,
    input  wire [31:0] A   ,
    input  wire [31:0] B   ,
    output reg  [31:0] C   ,
    output wire        zero,
    output wire        sgn
);
wire [4:0] shamt = B[4:0];
always @ (*) begin
    case (op)
        4'b0000   : C = A & B;
        4'b0001    : C = A | B;
        4'b0010   : C = A + B;
        4'b0110   : C = A + (~B) + 1;  
        4'b0101   : C = A ^ B;
        4'b1000   : C = A << shamt;
        4'b1010   : C = A >> shamt;
        4'b1011   : C = $signed(A) >>> shamt;  
        default: C = 32'b0;
    endcase
end
assign zero = (C == 32'b0) ? 1'b1 : 1'b0;
assign sgn  = C[31];
endmodule
module CONTROLLER #(
    localparam OP_R    = 7'b0110011,
    localparam OP_I    = 7'b0010011,
    localparam OP_LOAD = 7'b0000011,
    localparam OP_S    = 7'b0100011,
    localparam OP_B    = 7'b1100011,
    localparam OP_LUI  = 7'b0110111,
    localparam OP_JAL  = 7'b1101111,
    localparam OP_JALR = 7'b1100111
)
(
    input  wire [31:0] inst    ,
    input  wire        zero    ,
    input  wire        sgn     ,
    output reg  [1:0]  npc_op  ,
    output reg  [2:0]  sext_op ,
    output reg         rf_we   ,
    output reg  [1:0]  wd_sel  ,
    output reg         alub_sel,
    output reg  [3:0]  alu_op  ,
    output reg         dram_we
);
wire [6:0] opcode = inst[6:0];
wire [2:0] funct3 = inst[14:12];
wire [6:0] funct7 = inst[31:25];
always @ (*) begin
    case (opcode)
        OP_R, OP_I, OP_LOAD, OP_LUI, OP_S:
            npc_op = 2'b00;
        OP_JALR:
            npc_op = 2'b10;
        OP_B: begin
            case (funct3)
                3'b000:  npc_op = zero ? 2'b01 : 2'b00;  
                3'b001:  npc_op = zero ? 2'b00 : 2'b01;  
                3'b100:  npc_op = sgn  ? 2'b01 : 2'b00;  
                3'b101:  npc_op = sgn  ? 2'b00 : 2'b01;  
                default: npc_op = 2'b00;
            endcase
        end
        OP_JAL:
            npc_op = 2'b01;
        default:
            npc_op = 2'b00;
    endcase
end
always @ (*) begin
    case (opcode)
        OP_R, OP_I:
            wd_sel = 2'b00   ;
        OP_LOAD:
            wd_sel = 2'b01 ;
        OP_LUI:
            wd_sel = 2'b11;
        OP_JAL, OP_JALR:
            wd_sel = 2'b10 ;
        default:
            wd_sel = 2'b00   ;
    endcase
end
always @ (*) begin
    case (opcode)
        OP_I: begin
            case (funct3)
                3'b000, 3'b111, 3'b110, 3'b100:
                    sext_op = 3'b000;  
                3'b001, 3'b101:
                    sext_op = 3'b001;  
                default:
                    sext_op = 3'b000;
            endcase
        end
        OP_LOAD, OP_JALR:
            sext_op = 3'b000;
        OP_LUI:
            sext_op = 3'b011;
        OP_S:
            sext_op = 3'b010;
        OP_B:
            sext_op = 3'b100;
        OP_JAL:
            sext_op = 3'b101;
        default:
            sext_op = 3'b000;
    endcase
end
always @ (*) begin
    if (opcode == OP_S) rf_we = 1'b0;
        else if (opcode == OP_B) rf_we = 1'b0;
        else rf_we = 1'b1;
end
always @ (*) begin
    case (opcode)
        OP_I, OP_LOAD, OP_S, OP_JALR:
            alub_sel = 1'b1;
        default:
            alub_sel = 1'b0;
    endcase
end
always @ (*) begin
    case (opcode)
        OP_R: begin
            case (funct3)
                3'b000 : alu_op = funct7[5] ? 4'b0110 : 4'b0010;
                3'b111 : alu_op = 4'b0000;
                3'b110 : alu_op = 4'b0001 ;
                3'b100 : alu_op = 4'b0101;
                3'b001 : alu_op = 4'b1000;
                3'b101 : alu_op = funct7[5] ? 4'b1011 : 4'b1010;
                default: alu_op = 4'b0000;
            endcase
        end
        OP_I: begin
            case (funct3)
                3'b000 : alu_op = 4'b0010;
                3'b111 : alu_op = 4'b0000;
                3'b110 : alu_op = 4'b0001 ;
                3'b100 : alu_op = 4'b0101;
                3'b001 : alu_op = 4'b1000;
                3'b101 : alu_op = funct7[5] ? 4'b1011 : 4'b1010;
                default: alu_op = 4'b0000;
            endcase
        end
        OP_LOAD, OP_S, OP_JALR:
            alu_op = 4'b0010;
        OP_B:
            alu_op = 4'b0110;
        default:
            alu_op = 4'b0000;
    endcase
end
always @ (*) begin
    if (opcode == OP_S) dram_we = 1'b1;
        else dram_we = 1'b0;
end
endmodule
module EX (
    input  wire        alub_sel,
    input  wire [3:0]  alu_op  ,
    input  wire [31:0] rf_rd1  ,
    input  wire [31:0] rf_rd2  ,
    input  wire [31:0] sext_ext,
    output wire [31:0] alu_c   ,
    output wire        alu_zero,
    output wire        alu_sgn
);
reg [31:0] alu_b;
always @ (*) begin
    case (alub_sel)
        1'b0  : alu_b = rf_rd2;
        1'b1: alu_b = sext_ext;
        default        : alu_b = rf_rd2;
    endcase
end
ALU U_ALU (
    .op     (alu_op  ),
    .A      (rf_rd1  ),
    .B      (alu_b   ),
    .C      (alu_c   ),
    .zero   (alu_zero),
    .sgn    (alu_sgn )
);
endmodule
module ID (
    input  wire        cpu_clk      ,
    input  wire        cpu_rst    ,
    input  wire [2:0]  sext_op  ,
    input  wire        rf_we    ,
    input  wire [1:0]  wd_sel   ,
    input  wire [31:0] irom_inst,
    input  wire [31:0] alu_c    ,
    input  wire [31:0] dram_rd  ,
    input  wire [31:0] npc_pc4  ,
    output wire [31:0] sext_ext ,
    output wire [31:0] rf_rd1   ,
    output wire [31:0] rf_rd2   ,
    output reg  [31:0] rf_wd
);
always @ (*) begin
    case (wd_sel)
        2'b00   : rf_wd = alu_c;
        2'b01 : rf_wd = dram_rd;
        2'b10 : rf_wd = npc_pc4;
        2'b11: rf_wd = sext_ext;
        default  : rf_wd = alu_c;
    endcase
end
SEXT U_SEXT (
    .op         (sext_op         ),
    .din        (irom_inst[31:7] ),
    .ext        (sext_ext        )
);
RF U_RF (
    .cpu_clk        (cpu_clk             ),
    .cpu_rst      (cpu_rst           ),
    .rf_we      (rf_we           ),
    .rR1        (irom_inst[19:15]),
    .rR2        (irom_inst[24:20]),
    .wR         (irom_inst[11:7] ),
    .wD         (rf_wd           ),
    .rD1        (rf_rd1          ),
    .rD2        (rf_rd2          )
);
endmodule
module IF (
    input  wire        cpu_clk     ,
    input  wire        cpu_rst   ,
    input  wire [1:0]  npc_op  ,
    input  wire [31:0] sext_ext,
    input  wire [31:0] alu_c   ,
    output wire [31:0] pc      ,
    output wire [31:0] npc_pc4
);
wire [31:0] npc;
PC U_PC (
    .cpu_clk   (cpu_clk     ),
    .cpu_rst (cpu_rst   ),
    .din   (npc     ),
    .pc    (pc      )
);
NPC U_NPC (
    .op    (npc_op  ),
    .pc    (pc      ),
    .imm   (sext_ext),
    .alu_c (alu_c   ),
    .npc   (npc     ),
    .pc4   (npc_pc4 )
);
endmodule
module NPC (
    input  wire [1:0]  op   ,
    input  wire [31:0] pc   ,
    input  wire [31:0] imm  ,
    input  wire [31:0] alu_c,
    output reg  [31:0] npc  ,
    output wire [31:0] pc4
);
assign pc4 = pc + 4;
always @ (*) begin
    case (op)
        2'b00   : npc = pc4;                  
        2'b01 : npc = pc + imm;             
        2'b10: npc = {alu_c[31:1], 1'b0};  
        default : npc = pc4;
    endcase
end
endmodule
module PC (
    input  wire        cpu_clk  ,
    input  wire        cpu_rst,
    input  wire [31:0] din  ,
    output reg  [31:0] pc
);
always @ (posedge cpu_clk or posedge cpu_rst) begin
    if (cpu_rst) pc <= -4;  
        else pc <= din;
end
endmodule
module RF (
    input  wire        cpu_clk,
    input  wire        cpu_rst,
    input  wire        rf_we,
    input  wire [4:0]  rR1  ,
    input  wire [4:0]  rR2  ,
    input  wire [4:0]  wR   ,
    input  wire [31:0] wD   ,
    output wire [31:0] rD1  ,
    output wire [31:0] rD2
);
reg [31:0] rf[31:0];
assign rD1 = rf[rR1];
assign rD2 = rf[rR2];
integer i;
always @ (posedge cpu_clk or posedge cpu_rst) begin
    if (cpu_rst) begin
        for (i = 0; i <= 31; i = i + 1) begin
            rf[i] <= 32'b0;
        end
    end
        else if (rf_we && wR) rf[wR] <= wD;  
        else rf[0] <= 32'b0;
end
endmodule
module SEXT (
    input  wire [2:0]  op ,
    input  wire [24:0] din,  
    output reg  [31:0] ext
);
wire sgn = din[24];
always @ (*) begin
    case (op)
        3'b000    :
            ext = {{20{sgn}}, din[24:13]};
        3'b001:
            ext = {27'b0, din[17:13]};
        3'b010    :
            ext = {{20{sgn}}, din[24:18], din[4:0]};
        3'b011    :
            ext = {din[24:5], 12'b0};
        3'b100    :
            ext = {{20{sgn}}, din[0], din[23:18], din[4:1], 1'b0};
        3'b101    :
            ext = {{12{sgn}}, din[12:5], din[13], din[23:14], 1'b0};
        default   :
            ext = 32'b0;
    endcase
end
endmodule
`timescale 1ns / 1ps
module myCPU (
    input  wire         cpu_rst,
    input  wire         cpu_clk,
    input  wire [31:0] dram_rd  ,
    output wire [31:0] pc_pc    ,
    output wire [13:0]  inst_addr,
    input  wire [31:0]  inst,
    output wire [31:0]  Bus_addr,
    input  wire [31:0]  Bus_rdata,
    output wire         Bus_wen,
    output wire [31:0]  Bus_wdata,
    output wire        dram_we  ,
    output wire [31:0] alu_c    ,
    output wire [31:0] rf_rd2   ,
    output wire        rf_we    ,
    output wire [31:0] rf_wd
);
wire [1:0]  npc_op  ;  
wire [2:0]  sext_op ;  
wire [1:0]  wd_sel  ;  
wire        alub_sel;  
wire [3:0]  alu_op  ;  
wire        alu_zero;  
wire        alu_sgn ;  
wire [31:0] npc_pc4 ;  
wire [31:0] sext_ext;  
wire [31:0] rf_rd1  ;  
    CONTROLLER U_CONTROLLER (
    .inst       (inst),
    .zero       (alu_zero ),
    .sgn        (alu_sgn  ),
    .npc_op     (npc_op   ),
    .rf_we      (rf_we    ),
    .wd_sel     (wd_sel   ),
    .sext_op    (sext_op  ),
    .alu_op     (alu_op   ),
    .alub_sel   (alub_sel ),
    .dram_we    (dram_we  )
);
IF U_IF (
    .cpu_clk       (cpu_clk  ),
    .cpu_rst       (cpu_rst ),
    .npc_op    (npc_op   ),
    .sext_ext  (sext_ext ),
    .alu_c     (alu_c    ),
    .pc        (pc_pc    ),  
    .npc_pc4   (npc_pc4  )
);
ID U_ID (
    .cpu_clk       (cpu_clk  ),
    .cpu_rst     (cpu_rst    ),
    .sext_op   (sext_op  ),
    .rf_we     (rf_we    ),
    .wd_sel    (wd_sel   ),
    .irom_inst (inst),  
    .alu_c     (alu_c    ),  
    .dram_rd   (dram_rd  ),  
    .npc_pc4   (npc_pc4  ),  
    .sext_ext  (sext_ext ),
    .rf_rd1    (rf_rd1   ),
    .rf_rd2    (rf_rd2   ),
    .rf_wd     (rf_wd    )  
);
EX U_EX (
    .alub_sel  (alub_sel ),
    .alu_op    (alu_op   ),
    .rf_rd1    (rf_rd1   ),
    .rf_rd2    (rf_rd2   ),
    .sext_ext  (sext_ext ),
    .alu_c     (alu_c    ),
    .alu_zero  (alu_zero ),
    .alu_sgn   (alu_sgn  )
);
  assign inst_addr = pc_pc[15:2];
endmodule
$ cat config.mk
export PLATFORM = sky130hd
export DESIGN_NAME = myCPU
export DESIGN_NICKNAME = myCPU
export VERILOG_FILES = /design/flow/design.v
export SDC_FILE = /design/flow/constraint.sdc
export NUM_CORES = 4
export LEC_CHECK = 1
export CORE_UTILIZATION = 40
$ cat run.sh
#!/bin/bash
# OpenROAD 26Q1-2900-gdf79404cd8, Yosys 0.63+post, stock flow scripts
make -C /OpenROAD-flow-scripts/flow DESIGN_CONFIG=/design/flow/config.mk WORK_HOME=/design/flow/orfs finish
$ cat constraint.sdc
current_design myCPU

set clk_period 39.4
set clk_io_pct 0.2

create_clock -name clk0 -period $clk_period [get_ports {cpu_clk}]

set non_clock_inputs [all_inputs -no_clocks]
set_input_delay [expr $clk_period * $clk_io_pct] -clock clk0 $non_clock_inputs
set_output_delay [expr $clk_period * $clk_io_pct] -clock clk0 [all_outputs]
==> summary.txt <==
Results of the full flow below.

STA:
- The run puts the total negative slack at 0 ps.
- The routed design could run at a clock period as short as 26,170 ps.
- The run gives the number of pins exceeding their max-slew limit in the final report as 0.
- The run puts the final critical-path share of the clock period at 66.4%.
- Setup repair after global routing left no endpoint under its margin.
- The run gives the transition at the pin with the smallest max-transition slack as 1190 ps.
- The run puts the worst clock skew at 96.5 ps.
- Headroom to the max-slew limit came out at 20.4%.
- The flow reports an fmax of 0.0382 GHz.
- The run gives the setup-violating endpoint count in the final report as 0.
- The run puts the smallest setup slack after layout at 13,230 ps.
- Counting endpoints that fail hold in the final report gives 0.

Yosys:
- The run puts the synthesized netlist cell count at 8,028.
- The run gives the post-synthesis sequential element count as 1,056.
- The chip area line in the Yosys stat output reads 65,400 µm².
- The run gives the mean area per synthesized cell as 8.14 µm².
- The run puts the number of synthesis warnings at 74.
- The run gives the most area-hungry cell type in the Yosys netlist as sky130_fd_sc_hd__dfrtp_1.
- Counting flops with a built-in enable in the synthesized netlist gives 0.
- The run gives the most used flip-flop cell as sky130_fd_sc_hd__dfrtp_1.
- By area the synthesized netlist is led by sky130_fd_sc_hd__dfrtp_1 (39%), sky130_fd_sc_hd__o21ai_0 (8.4%), sky130_fd_sc_hd__nand2_1 (8.0%).
- After synthesis, the design contains 8,028 cells according to Yosys.
- The run gives the area share of the largest cell type after synthesis as 39.3%.
- The run gives the netlist area before placement as 65,400 µm².
- The run gives the fraction of registers with async set or reset after synthesis as 100%.
- The run gives the sequential area share after synthesis as 40.5%.
- The netlist uses 114 different library cells.

Route:
- The run gives the number of optimization iterations in the first detailed-route pass as 9.
- The run gives the DRC violation count after routing as 0.
- Wires add up to 385,000 µm.
- The run puts the per-cell via count in the routed design at 6.91.
- The run puts the number of nets with antenna violations after routing at 0.
- TritonRoute output was used to compute an average wire per cell of 37.5 µm.
- The violation tally recorded at the end of detailed-routing iteration 0 is 8,809.
- The run puts the number of vias in the routed layout at 71,000.

Job:
- In this run the maximum-capacitance check reported violations numbering 0.
- The run gives the tool warning count as 128.

Die:
- Per the OpenROAD floorplan log, the area of the core is 163,000 µm².
- The run gives the floorplan core density as 40.2%.
- The run puts the chip width at 406 µm.
- The run gives the top-level port count as 307.
- The chip occupies 165,000 µm².
- The run puts the die boundary height at 406 µm.
- The floorplan has 148 rows.

Setup path:
- In this run the worst path has a maximum fanout of 33.
- The largest individual stage delay along the critical path comes from the cell sky130_fd_sc_hd__a2111oi_0.
- According to the timing report, the data required time at the worst endpoint equals 31,520 ps.
- By startpoint and endpoint, the worst setup path is classified as primary input to output pin.
- The run gives the worst stage delay on the critical path as 810 ps.
- The worst setup path is launched from a primary input.
- STA puts the critical path data arrival time at 18,290 ps.
- The run gives the endpoint class of the critical path as an output pin.
- The timing report shows the most common cell along the critical path to be sky130_fd_sc_hd__buf_4.

Worst hold path:
- The run gives the path type of the worst min-delay path as flip-flop to flip-flop.

Power:
- The run gives the internal power summed over all cells as 2040 µW.
- Sequential cells account for 41.4% of the total power.
- The run puts the peak supply drop at 43.5 µV.
- The run gives the power density relative to cell area as 41.4 nW/µm².
- The run gives the share of total power in combinational logic as 21.4%.
- The run gives the net switching power as 1040 µW.
- The run gives the post-layout total power as 3080 µW.
- The run puts the share of total power consumed by net switching at 33.7%.
- The run puts the share of total power in the clock network at 37.3%.
- The run gives the static leakage power as 0.0335 µW.

Placement:
- The run puts the worst setup slack before clock tree synthesis at 13,980 ps.
- The run gives the placed standard-cell area as 70,300 µm².
- The run gives the placed wire-length estimate after detailed placement as 252,000 µm.
- The run gives the routability-driven placement congestion ratio as 1.08.
- Per the placement log, port buffering inserted 209 buffers.

Global routing:
- The run puts the initial antenna violation count at 38.
- The via count of the first global-routing pass came to 66,800.
- The run puts the sum of overflow across all layers after global routing at 0.
- The run gives the overall routing resource usage as 47.8%.
- The run puts the maximum number of pins on one net before global-route repair at 117.
- The run puts the first-pass GRT wire length at 531,000 µm.

Clocking:
- The run gives the number of CTS-inserted buffers as 116.
- The run gives the clock-pin slew reported for the worst setup and hold paths after clock tree synthesis as 60 ps.
- The run gives the root cell of the clock tree as sky130_fd_sc_hd__clkbuf_16.
- The run puts the number of post-CTS setup repair buffers at 0.
- The run puts the clock network latency to the later pin of the worst-skew pair at 820 ps.
- The run gives the maximum number of buffers from clock root to sink as 3.
- The H-tree was split into 3 levels.
- The report lists the number of cells resized after CTS as 0.
- The run gives the hold buffer count at CTS as 0.
- TritonCTS built the clock tree.
- The clock net in this run drives a total of 1,056 sinks.

Run status:
- The flow ran to the end, and the final reports show no timing, DRC or antenna violations.

Final layout:
- In the final layout, the fill cell count is 15,700.
- From synthesis to final layout, the design area changed by 13.6%.
- The run puts the final design instance area without fill at 74,300 µm².
- The run puts the fraction of final layout cells with drive strength greater than 1 at 10.3%.
## kinds of logic after synthesis
kind of cell / Yosys count / share of synthesized area (%)
flops: 1056 / 40.5
buf+inv: 982 / 6.62
simple gates: 3181 / 23.1
mux: 69 / 1.17
compound gates: 2523 / 25.0
fa+ha+maj: 133 / 2.58
other cells: 1 / 0.00574
xor+xnor: 83 / 1.11
## cell usage after synthesis, types with 15 or more instances
master,count
sky130_fd_sc_hd__a2111o_1,15
sky130_fd_sc_hd__a2111oi_0,94
sky130_fd_sc_hd__a211oi_1,40
sky130_fd_sc_hd__a21o_1,39
sky130_fd_sc_hd__a21oi_1,208
sky130_fd_sc_hd__a221o_1,30
sky130_fd_sc_hd__a221oi_1,87
sky130_fd_sc_hd__a222oi_1,17
sky130_fd_sc_hd__a22o_1,39
sky130_fd_sc_hd__a22oi_1,422
sky130_fd_sc_hd__a31oi_1,38
sky130_fd_sc_hd__a32oi_1,24
sky130_fd_sc_hd__and2_1,55
sky130_fd_sc_hd__and3_1,334
sky130_fd_sc_hd__buf_1,57
sky130_fd_sc_hd__buf_2,104
sky130_fd_sc_hd__buf_4,85
sky130_fd_sc_hd__buf_6,21
sky130_fd_sc_hd__clkbuf_1,553
sky130_fd_sc_hd__dfrtp_1,1026
sky130_fd_sc_hd__dfstp_2,30
sky130_fd_sc_hd__ha_1,130
sky130_fd_sc_hd__inv_1,148
sky130_fd_sc_hd__mux2_2,37
sky130_fd_sc_hd__mux2i_1,29
sky130_fd_sc_hd__nand2_1,1393
sky130_fd_sc_hd__nand2b_1,27
sky130_fd_sc_hd__nand3_1,581
sky130_fd_sc_hd__nand3b_1,24
sky130_fd_sc_hd__nand4_1,157
sky130_fd_sc_hd__nor2_1,299
sky130_fd_sc_hd__nor2b_1,31
sky130_fd_sc_hd__nor3_1,90
sky130_fd_sc_hd__nor4_1,68
sky130_fd_sc_hd__o2111ai_1,20
sky130_fd_sc_hd__o211ai_1,72
sky130_fd_sc_hd__o21ai_0,1096
sky130_fd_sc_hd__o21ai_1,21
sky130_fd_sc_hd__o21bai_1,19
sky130_fd_sc_hd__o221ai_1,27
sky130_fd_sc_hd__o22ai_1,38
sky130_fd_sc_hd__o31ai_1,45
sky130_fd_sc_hd__or3_1,25
sky130_fd_sc_hd__xnor2_1,52
sky130_fd_sc_hd__xor2_1,31
## worst max-delay path: cells and delay by family
kind | cells | cell delay, ps
adder cells (fa/ha/maj) | 1 | 560
multiplexers | 1 | 260
buffers and inverters | 10 | 3330
AND-OR/OR-AND | 15 | 4430
AND/OR/NAND/NOR | 5 | 1680
## power groups by stage
stage	clock (µW)	sequential, µW	combinational [µW]
CTS	1150	1270	631
global route	1190	1280	695
finish	1150	1270	658
## sequential cells by signal, summed over array words and instances (netlist names)
name and flops:
U_ID.U_RF.rf 1024, U_IF.U_PC.pc 32
## area by class of cell
cell class | count | area, µm² | area share, %
inverters | 159 | 609 | 0.820
repair buffers | 578 | 4880 | 6.57
flip-flops and latches | 1056 | 26500 | 35.6
multi-input cells | 6054 | 35600 | 47.9
clock buffers | 162 | 3320 | 4.46
diodes | 30 | 75.1 | 0.101
well taps | 2175 | 2720 | 3.66
clock inverters | 53 | 643 | 0.866
## layer usage
layer	track usage, %	vias to the layer above	share of wire [%]
met5	2.20	-	0.18
met1	61.4	34400	37
met3	27.7	1624	16
li1	-	29100	-
met4	29.7	36	8.0
met2	61.5	5819	39
## through the flow
step,cells,util [%],hold slack (ps)
after global placement,10000,43.2,466
after global routing,10200,45.6,518
after detailed placement,10000,43.2,471
after floorplan,8092,-,450
after CTS,10200,45.6,485
final,10300,45.7,484
## final timing paths
check                      slack [ps]                             from                               to  cells after the start
setup / recovery                13230                         inst[22]                        rf_wd[31]                     32
setup reg to reg                28230   U_ID.U_RF.rf[3][0]$_DFFE_PP0P_       U_IF.U_PC.pc[29]$_DFF_PP1_                     33
max in group asynchronous       27880                          cpu_rst  U_ID.U_RF.rf[6][14]$_DFFE_PP0P_                      7
hold / removal                    480  U_ID.U_RF.rf[24][1]$_DFFE_PP0P_  U_ID.U_RF.rf[24][1]$_DFFE_PP0P_                      2
hold reg to reg                   480  U_ID.U_RF.rf[24][1]$_DFFE_PP0P_  U_ID.U_RF.rf[24][1]$_DFFE_PP0P_                      2
min in group asynchronous        7570                          cpu_rst   U_ID.U_RF.rf[8][7]$_DFFE_PP0P_                      2
## layout by cell type, fill, tap and decap left out, types with 31 or more instances in the layout
| cell | instances |
|---|---|
| sky130_fd_sc_hd__a2111oi_0 | 93 |
| sky130_fd_sc_hd__a211oi_1 | 40 |
| sky130_fd_sc_hd__a21o_1 | 39 |
| sky130_fd_sc_hd__a21oi_1 | 205 |
| sky130_fd_sc_hd__a221oi_1 | 87 |
| sky130_fd_sc_hd__a22o_1 | 39 |
| sky130_fd_sc_hd__a22oi_1 | 422 |
| sky130_fd_sc_hd__a31oi_1 | 38 |
| sky130_fd_sc_hd__and2_1 | 55 |
| sky130_fd_sc_hd__and3_1 | 334 |
| sky130_fd_sc_hd__buf_4 | 365 |
| sky130_fd_sc_hd__clkbuf_16 | 117 |
| sky130_fd_sc_hd__clkdlybuf4s50_1 | 202 |
| sky130_fd_sc_hd__conb_1 | 65 |
| sky130_fd_sc_hd__dfrtp_1 | 1026 |
| sky130_fd_sc_hd__ha_1 | 130 |
| sky130_fd_sc_hd__inv_1 | 147 |
| sky130_fd_sc_hd__mux2_2 | 37 |
| sky130_fd_sc_hd__nand2_1 | 1360 |
| sky130_fd_sc_hd__nand2_4 | 32 |
| sky130_fd_sc_hd__nand3_1 | 581 |
| sky130_fd_sc_hd__nand4_1 | 157 |
| sky130_fd_sc_hd__nor2_1 | 255 |
| sky130_fd_sc_hd__nor2_4 | 33 |
| sky130_fd_sc_hd__nor3_1 | 88 |
| sky130_fd_sc_hd__nor4_1 | 68 |
| sky130_fd_sc_hd__o211ai_1 | 72 |
| sky130_fd_sc_hd__o21ai_0 | 1069 |
| sky130_fd_sc_hd__o22ai_1 | 38 |
| sky130_fd_sc_hd__o31ai_1 | 45 |
| sky130_fd_sc_hd__xnor2_1 | 52 |
| sky130_fd_sc_hd__xor2_1 | 31 |
No activity file was given, so power comes from the tool's default toggle rates.
